**flow/design.v**
```verilog
`timescale 1ns / 1ps
module decoder4x16(a,b,c,d,y,en);
input a,b,c,d,en;
output [15:0]y;
and v1(y[0],en,~a,~b,~c,~d);
and v2(y[1],en,~a,~b,~c,d);
and v3(y[2],en,~a,~b,c,~d);
and v4(y[3],en,~a,~b,c,d);
and v5(y[4],en,~a,b,~c,~d);
and v6(y[5],en,~a,b,~c,d);
and v7(y[6],en,~a,b,c,~d);
and v8(y[7],en,~a,b,c,d);
and v9(y[8],en,a,~b,~c,~d);
and v0(y[9],en,a,~b,~c,d);
and b1(y[10],en,a,~b,c,~d);
and b2(y[11],en,a,~b,c,d);
and b3(y[12],en,a,b,~c,~d);
and b4(y[13],en,a,b,~c,d);
and b5(y[14],en,a,b,c,~d);
and b6(y[15],en,a,b,c,d);
endmodule
```
**flow/run.sh**
```bash
#!/bin/bash
# OpenROAD 26Q1-2900-gdf79404cd8, Yosys 0.63+post, stock flow scripts
make -C /OpenROAD-flow-scripts/flow DESIGN_CONFIG=/design/flow/config.mk WORK_HOME=/design/flow/orfs finish
```
**flow/config.mk**
```make
export PLATFORM = sky130hd
export DESIGN_NAME = decoder4x16
export DESIGN_NICKNAME = decoder4x16
export VERILOG_FILES = /design/flow/design.v
export SDC_FILE = /design/flow/constraint.sdc
export NUM_CORES = 4
export LEC_CHECK = 1
export CORE_AREA = 10 10 70 70
export DIE_AREA = 0 0 80 80
```
**flow/constraint.sdc**
```tcl
current_design decoder4x16

set clk_period 1.4
set clk_io_pct 0.2

create_clock -name clk0 -period $clk_period

set non_clock_inputs [all_inputs -no_clocks]
set_input_delay [expr $clk_period * $clk_io_pct] -clock clk0 $non_clock_inputs
set_output_delay [expr $clk_period * $clk_io_pct] -clock clk0 [all_outputs]
```
==> flow_summary.yaml <==
# generated from flow reports
global_routing:
  first_global_vias: 301
  grt_pass1_wl_um: 1500
  gr-total-overflow: 0
  grt_start_max_net_pins: 5
  grt_antenna_before_repair: 0
  track_usage: 0.0284
synth:
  syn-cell-area_sq_um: 120
  synth_area_per_cell_sq_um: 5.22
  synthDistinctLibCells: 9
  synth_warnings: 0
  yosys.area.top_type: "nor2_1"
  yosysMostFrequentCell: "nor2_1"
  yosys_area_sq_um: 120
  area_leaders: "nor2_1, nor3_1, nand3b_1"
  yosys.stat.seqShare: 0
  top_area_frac: 0.344
  synthTopCellsByCount: "nor2_1, nor3_1, nand2b_1, nand3b_1"
  synthCells: 23
  ys_cells: 23
final_timing:
  slew_viol_final: 0
  worst_pin_slew_ns: 0.175
  setup_viol: 2
  fin_ws_ns: -0.00992
  max-slew-margin-rel: 0.883
  hold_viol_final: 0
  max_freq_ghz: 0.709
  fin_crit_sh: 1.01
  layout_min_cycle_time_ns: 1.41
  rsz0062_at_grt: "yes"
placed_design:
  placedCellCount: 93
  gp_congestion: 0.733
  dpl.hpwl_um: 776
  numPortBuffers: 21
die:
  coreArea_sq_um: 3420
  fp.dieH_um: 80
  fp-row-count: 21
  ioPinCount: 21
  dieArea_sq_um: 6400
  die_width_um: 80
  fp-utilization: 0.0352
route:
  wl_um: 1020
  drt_iter0_markers: 15
  ant_nets: 0
  drc: 0
  drtPass1Iterations: 3
  viasPerCell: 2.90
  antenna-diode-count: 0
  routedWlPerCell_um: 9.83
  dr_total_vias: 302
hold_path:
  min_path_type: "in2out"
critical_path:
  crit_path_end_kind: "output port"
  startpoint_type: "input pin"
  worstPathRequired_ns: 1.12
  cp.arrival_ns: 1.13
  path_max_fanout: 4
  worstSetupPathType: "in2out"
power:
  cellPowerDensity_nw_per_um2: 179
  max-vdd-ir-drop_mv: 0.0331
  power_mw: 0.0959
  power.static_leakage_nw: 0.262
cells_and_area:
  final_cells: 104
  syn_to_final_growth_pct: 345
  drive_above_1_share: 0.621
  register_area_sq_um: 0
  seq_cell_count: 0
  n_clock_buffer: 0
run:
  maxCapViolations: 0
  log.warning_count: 34
run_status:
  failed_checks: "negative setup slack"
  outcome: "complete, but fails checks"
cts:
  holdBufCountCts: 0
[path summary, 6_finish.rpt]
kind	to	slack, ns	cells past startpoint	startpoint
worst max-delay path	y[0]	-0.01	5	d
worst min-delay path	y[4]	0.92	4	b
[metrics by stage]
stage                     hold WS [ns]  setup slack, ns  utilization  instance area (sq um)  setup TNS, ns
final                            0.916         -0.00992        0.156                    534        -0.0153
after floorplan                  0.573            0.358            -                    120              0
after CTS                        0.920          -0.0641        0.146                    499        -0.0767
after detailed placement          1.61           -0.669        0.120                    410          -9.13
after global placement            1.61           -0.665        0.120                    410          -9.12
after global routing             0.931          -0.0374        0.156                    534         -0.104
[cell usage in the layout (no fill, tap or decap)]
master	n
nand2_1	1
nand3_4	1
buf_8	2
dlygate4sd2_1	9
nor2_4	1
buf_6	8
nor3_2	4
nor2_1	9
nand3b_1	2
nor2_2	2
or3b_4	1
nand2b_4	2
buf_4	8
clkdlybuf4s15_1	1
buf_2	7
[worst max-delay path, cell delays in order]
cell,delay (ns)
buf_8,0.10
or3b_4,0.42
buf_6,0.13
nor3_2,0.09
buf_2,0.11
[what timing repair did]
item | 4_1_cts | 5_1_grt
hold endpoints to repair | 0 | 0
setup endpoints to repair | 16 | 7
setup buffers | 9 | 2
gates resized | 68 | 6
pin swaps | 17 | 7
gates cloned | 0 | 0
[layer usage]
layer  part of all wire  track usage
met5                  0            0
met2               0.48       0.0498
met4                  0            0
met3               0.15       0.0114
met1               0.37       0.0336
[report_power, final]
part,internal (mW),leakage (nW),switching (mW)
logic,0.0582,0.262,0.0376
registers,0,0,0
clock network,0,0,0
total,0.0582,0.262,0.0376
[kinds of logic after synthesis]
| logic type | synth area share |
|---|---|
| simple gates | 1.00 |
[cell type report]
cell class / instances / area, sq um
fill: 390 / 2880
timing repair buffer: 35 / 304
multi-input combinational: 23 / 173
tap: 46 / 57.6
No activity file was given, so power comes from the tool's default toggle rates.
