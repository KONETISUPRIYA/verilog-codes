`./design.v`:
```
`timescale 1ns / 1ps
module jkff(j,k,clk,q,qb);
output reg q,qb;
input j,k,clk;
initial begin
q=0;
qb=1;
end
always@(negedge clk)begin
if(j==0&&k==0)
begin
q<=q;
qb<=~qb;
end 
else if(j==0 && k==1) begin
q<=0;
qb<=1;
end
else if (j==1 && k==0)
begin
q<=1;
qb<=0;
end
else if(j==1 && k==1)
begin
q<= ~q;
qb<=~qb;
end
end
endmodule
```
`./run.sh`:
```
#!/bin/bash
# OpenROAD 26Q1-2900-gdf79404cd8, Yosys 0.63+post, stock flow scripts
make -C /OpenROAD-flow-scripts/flow DESIGN_CONFIG=/design/flow/config.mk WORK_HOME=/design/flow/orfs finish
```
`./config.mk`:
```
export PLATFORM = sky130hd
export DESIGN_NAME = jkff
export DESIGN_NICKNAME = jkff
export VERILOG_FILES = /design/flow/design.v
export SDC_FILE = /design/flow/constraint.sdc
export NUM_CORES = 4
export LEC_CHECK = 1
export CORE_AREA = 10 10 70 70
export DIE_AREA = 0 0 80 80
```
`./constraint.sdc`:
```
current_design jkff

set clk_period 1.2
set clk_io_pct 0.2

create_clock -name clk0 -period $clk_period [get_ports {clk}]

set non_clock_inputs [all_inputs -no_clocks]
set_input_delay [expr $clk_period * $clk_io_pct] -clock clk0 $non_clock_inputs
set_output_delay [expr $clk_period * $clk_io_pct] -clock clk0 [all_outputs]
```
==> run_results.csv <==
group,metric,value,unit
power_and_ir_drop,sw_frac_of_total,23.3,%
clocking,buffer_depth_of_the_longest_clock_path,2,
logic_synthesis,syn-cell-area,108,sq um
die,fp_density,3.15,%
grt,grt_pass1_vias,109,
setup_path,timing.setup.critical_path_class,"reg2out",
sta,grt_setup_unrepaired,"yes",
setup_path,worst-endpoint-arrival,1.38,ns
die,io-pin-count,5,
run_status,outcome,"complete, but fails checks",
finish,finish.instance_area,258,sq um
setup_path,critical_path.max_fanout,2,
setup_path,slowest_stage,"edfxtp_1",
placed_design,placedInstanceArea,228,sq um
die,fp.dieArea,6400,sq um
setup_path,crit_path_start,"q",
setup_path,timing.critical_path.required,0.96,ns
job,log.warning_count,30,
power_and_ir_drop,intPower,0.236,mW
setup_path,critical_path_startpoint_category,"register",
routing,ant_nets,0,
logic_synthesis,numSynthFlops,2,
setup_path,worst_path_dominant_cell_family,"flip-flops",
finish,final-instance-count-excl-fill,68,
routing,firstDrtPassIters,2,
logic_synthesis,seq_area_frac_synth,55.8,%
power_and_ir_drop,power.ir.vdd_worst,0.000180,V
power_and_ir_drop,flop_pwr_share,28.6,%
finish,layout.area.comb,36.3,sq um
clocking,cts-htree-levels,1,
clocking,ctsRootBufferMaster,"clkbuf_4",
setup_path,critical_path.max_stage_delay,0.37,ns
routing,wl_met3,103,um
setup_path,worstSetupEndpoint,"q",
power_and_ir_drop,pwr_density_cell,1190,nW/um^2
clocking,cts.sink_count,2,
finish,synthToLayoutAreaGrowth,140,%
power_and_ir_drop,clock_power_share,56.6,%
routing,avgRoutedWirePerCell,4.87,um
grt,grt_max_degree,5,
setup_path,crit_buf_inv,1,
routing,antenna-diode-count,0,
sta,final_hold_viol_count,0,
routing,route.final.wire_length,331,um
placed_design,gp_congestion,0.672,
clocking,tritoncts,"yes",
finish,drive_above_1_share,54.5,%
logic_synthesis,avgSynthCellArea,9.78,sq um
placed_design,placed_cells_incl_taps,63,
sta,final-setup-viol-count,3,
routing,detailroute.wirelength.met2,99,um
finish,regArea,60.1,sq um
routing,routed.top_layer,"met3",
logic_synthesis,synth_stat.cells,11,
logic_synthesis,synth.lib_cells_used.distinct,8,
finish,finish.utilization,7.55,%
grt,number_of_antenna_violations_at_the_first_check_in_global_routing,0,
routing,route.layer.met1.wl,129,um
setup_path,cp.depth,1,
clocking,insertion_delay,0.28,ns
setup_path,reg2reg_depth,4,
die,die.size.x,80,um
run_status,failed_checks,"setup timing",
clocking,clk_pin_slew,0.03,ns
logic_synthesis,synth_chip_area,108,sq um
sta,drv_slew,0,
grt,first_pass_grt_wire_length,503,um
finish,nFillCells,409,
setup_path,rr_endpoint,"q",
routing,detail_route.drc_violations,0,
setup_path,worst-r2r-setup-slack,0.11,ns
setup_path,crit_path_end_kind,"output port",
die,placementRows,21,
die,chipHeight,80,um
worst_hold_path,hp-class,"reg2reg",
sta,fin_skew,0,ns
placed_design,port_buffer_cells,4,
logic_synthesis,synth.yosys.warnings,1,
sta,postLayoutSetupSlackWorst,-0.418,ns
clocking,tritoncts.num_buffers,3,
power_and_ir_drop,static-leakage-power,0.106,nW
die,floorplan_core_area,3420,sq um
grt,grt-ovfl-total,0,
power_and_ir_drop,switching_power,0.0716,mW
setup_path,r2r_start,"q",
logic_synthesis,post_synth_inst_count,11,
routing,route.detailed.vias_per_inst,1.54,
routing,num_vias,105,
power_and_ir_drop,power.combinational.fraction,14.7,%
grt,groute.usage.overall,1.18,%
setup_path,path_cells,"buf_2",
routing,detailedRoute.firstIterationViolations,17,
job,maxCapViolCount,0,
what timing repair did:
item	in CTS	in global routing
pin swaps	1	0
hold endpoints to repair	0	0
endpoints found under the setup margin	5	2
hold buffers	0	0
setup buffers	0	1
gates resized	19	0
metal layers:
| layer | global-route usage, % | vias up |
|---|---|---|
| li1 | - | 55 |
| met1 | 1.20 | 43 |
| met2 | 0.642 | 7 |
| met3 | 2.50 | 0 |
| met4 | 0.528 | 0 |
| met5 | 0 | - |
worst min path at each step:
| stage | cells after the start | end | start | slack [ns] |
|---|---|---|---|---|
| 6_report | 3 | qb | qb | 0.75 |
| 5_1_grt | 3 | qb | qb | 0.80 |
| 4_1_cts | 3 | qb | qb | 0.75 |
power groups by stage:
stage     Sequential (mW)  Clock (mW)  Combinational, mW
6_report           0.0882       0.174             0.0453
5_1_grt            0.0890       0.198             0.0512
4_1_cts            0.0887       0.188             0.0411
cell usage in the layout, fill, tap and decap left out, types with 2 or more instances in the layout:
cell,instances
edfxtp_1,2
inv_1,3
clkbuf_4,3
buf_4,3
buf_2,2
logic make-up after synthesis:
| group | Yosys count | synth area share (%) |
|---|---|---|
| flip-flops | 2 | 55.8 |
| AND-OR/OR-AND | 1 | 6.98 |
| adder cells (fa/ha/maj) | 1 | 10.5 |
| AND/OR/NAND/NOR | 3 | 12.8 |
| other | 1 | 3.49 |
| buffers and inverters | 3 | 10.5 |
cell type report:
cell class / instances / share of cell area [%]
Sequential cell: 2 / 23.3
Timing Repair Buffer: 7 / 22.8
Tap cell: 46 / 22.3
Multi-Input combinational cell: 6 / 14.1
Clock buffer: 3 / 8.74
Inverter: 2 / 5.83
Clock inverter: 2 / 2.91
metrics by stage:
| step | setup TNS [ns] | setup slack, ns | hold slack [ns] | total power, mW |
|---|---|---|---|---|
| after floorplan | -0.337 | -0.178 | 0.623 | 0.116 |
| after global placement | -3.03 | -0.806 | 0.742 | 0.148 |
| after detailed placement | -3.06 | -0.815 | 0.744 | 0.149 |
| after CTS | -0.874 | -0.450 | 0.746 | 0.317 |
| after global routing | -0.927 | -0.465 | 0.798 | 0.338 |
| final | -0.826 | -0.418 | 0.746 | 0.308 |
worst register-to-register path: stages, from the launching register on:
cell	delay (ns)
edfxtp_1	0.33
buf_4	0.10
buf_4	0.08
inv_1	0.03
maj3_2	0.29
registers in the layout (all words and copies together) (netlist names):
signal	flops
qb	1
q	1
synth_stat cells:
library cell,count,share of area (%)
conb_1,1,3.5
o21a_1,1,7.0
nand2_1,1,3.5
edfxtp_1,2,56
maj3_2,1,10
or2_1,1,5.8
inv_1,3,10
nor2_1,1,3.5
Power is estimated from default activity; no workload was simulated.
