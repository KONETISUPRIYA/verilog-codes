File: /design/flow/design.v
`timescale 1ns / 1ps
module comparartor(a,b,greater,equal,lesser);
output reg greater;
output reg lesser;
output reg equal;
input [3:0]a;
input [3:0]b;
always@(*)
begin
greater=1'b0;
equal=1'b0;
lesser=1'b0;
if(a>b)
begin
greater=1'b1;
lesser=1'b0;
equal=1'b0;
end
else if(a<b)
begin
greater=1'b0;
lesser=1'b1;
equal=1'b0;
end
else 
begin
greater=1'b0;
lesser=1'b0;
equal=1'b1;
end
end
endmodule
File: /design/flow/run.sh
#!/bin/bash
# OpenROAD 26Q1-2900-gdf79404cd8, Yosys 0.63+post, stock flow scripts
make -C /OpenROAD-flow-scripts/flow DESIGN_CONFIG=/design/flow/config.mk WORK_HOME=/design/flow/orfs finish
File: /design/flow/config.mk
export PLATFORM = sky130hd
export DESIGN_NAME = comparartor
export DESIGN_NICKNAME = comparartor
export VERILOG_FILES = /design/flow/design.v
export SDC_FILE = /design/flow/constraint.sdc
export NUM_CORES = 4
export LEC_CHECK = 1
export CORE_AREA = 10 10 70 70
export DIE_AREA = 0 0 80 80
File: /design/flow/constraint.sdc
current_design comparartor

set clk_period 1.8
set clk_io_pct 0.2

create_clock -name clk0 -period $clk_period

set non_clock_inputs [all_inputs -no_clocks]
set_input_delay [expr $clk_period * $clk_io_pct] -clock clk0 $non_clock_inputs
set_output_delay [expr $clk_period * $clk_io_pct] -clock clk0 [all_outputs]
==> flow_summary.json <==
{
  "run_status": "completed",
  "number_of_global_route_vias_before_repair": 194,
  "power.share.switching_pct": 38.6,
  "layout.sequential_cells": 0,
  "post-route-period-util_pct": 96.4,
  "final.min_clock_period_ns": 1.73,
  "setup_total_negative_slack_ns": 0,
  "drt.antenna.violating_nets": 0,
  "global_route.overflow_total": 0,
  "proportion_of_layout_cells_with_a_drive_suffix_above_1_pct": 62.1,
  "rsz0062_at_grt": "false",
  "core_area_um2": 3420,
  "synthTopCellsByCount": "5 x inv_1, 4 x ha_1",
  "rows": 21,
  "synth-area-yosys_um2": 126,
  "final_core_util_pct": 10.4,
  "power.total_mw": 0.0775,
  "maximum_vdd_drop_uv": 33.8,
  "yosysSeqAreaShare_pct": 0,
  "biggest_area_consumer_among_synthesized_cells": "ha_1",
  "crit_path_top_delay_cell": "ha_4",
  "ctsHoldBuffers": 0,
  "io_pins": 11,
  "timing.hold.ws_ns": 1.32,
  "worst_setup_path_start_kind": "input port",
  "clock_power_share_pct": 0,
  "chipHeight_um": 80,
  "synthCells": 16,
  "cpPeakStageDelay_ns": 0.30,
  "avgSynthCellArea_um2": 7.90,
  "critical_path.top_delay_family": "buffers and inverters",
  "crit_type": "in2out",
  "static-leakage-power_nw": 0.141,
  "syn2layout_area_growth_pct": 182,
  "yosys_warnings": 1,
  "power_switching_mw": 0.0299,
  "final.clkbuf_count": 0,
  "post_drt_via_cell_ratio": 2.21,
  "tool_warnings": 32,
  "gp_congestion": 0.630,
  "report.final.setup_viol": 0,
  "critical_path.n_buffers_inverters": 3,
  "final_hold_viol_count": 0,
  "port-buffer-count": 11,
  "comb_power_share_pct": 100.0,
  "antenna_found_initial": 1,
  "synthDominantCellAreaShare_pct": 39.6,
  "min_path_type": "in2out",
  "ys_cells": 16,
  "yosys-top-cells-area": "ha_1 40%, inv_1 15%, nor2b_4 11%",
  "critPathLaunch": "a[3]",
  "timing.critical_path.cells": "dlygate4sd2_1 -> ha_4 -> a21oi_4 -> buf_4 -> a31oi_1 -> buf_2",
  "grt_max_degree": 4,
  "post_synth_instance_area_um2": 126,
  "pins_over_their_slew_limit": 0,
  "endpoint_kind_of_the_worst_setup_timing_path": "primary output",
  "die_x_um": 80,
  "post-route-drc-count": 0,
  "critPathMaxFanout": 3,
  "grt_pass1_wl_um": 966,
  "critical_path_arrival_ns": 1.37,
  "hold_start": "b[1]",
  "max_clock_freq_mhz": 577,
  "power.density_nw_per_um2": 217,
  "slew-limit-headroom_pct": 88.3,
  "critical_path_required_ns": 1.44,
  "drt_first_pass_iters": 2,
  "drv_cap": 0,
  "globalRouteTotalUtil_pct": 1.82,
  "floorplan_utilization_pct": 3.70,
  "pwr-share-seq_pct": 0,
  "detail_route.wl_per_cell_um": 7.45,
  "die_area_um2": 6400,
  "dr_total_vias": 168,
  "flip_flop_and_latch_area_um2": 0,
  "initialDrtViolationCount": 7,
  "synthDistinctLibCells": 9,
  "synth_top_cell_by_count": "inv_1",
  "detail_route.wirelength_um": 566,
  "p_int_mw": 0.0476,
  "least_margin_pin_slew_ns": 0.175
}
-- cells by family after synthesis --
kind of cell	Yosys count	share of synthesized area, %
AND-OR/OR-AND	4	24.8
AND/OR/NAND/NOR	3	20.8
buffers and inverters	5	14.9
adder cells (fa/ha/maj)	4	39.6
-- cell usage in the layout, fill, tap and decap left out --
| cell type | instances |
|---|---|
| a21boi_2 | 1 |
| a21oi_4 | 1 |
| a31oi_1 | 1 |
| and2_4 | 1 |
| buf_2 | 3 |
| buf_4 | 2 |
| clkdlybuf4s15_1 | 2 |
| diode_2 | 1 |
| dlygate4sd2_1 | 6 |
| ha_4 | 4 |
| inv_1 | 1 |
| inv_2 | 4 |
| nand4_1 | 1 |
| nor2b_4 | 1 |
| o211ai_2 | 1 |
-- metal layers --
| layer | wire [um] | GRT usage (%) |
|---|---|---|
| met5 | 0 | 0 |
| met4 | 0 | 0 |
| met3 | 76 | 0.909 |
| met2 | 263 | 3.13 |
| met1 | 225 | 2.11 |
-- what timing repair did --
action                                  4_1_cts  5_1_grt
endpoints found under the setup margin        3        1
buffers inserted                              2        0
resized                                      30        2
pin swaps                                     7        2
-- through the flow --
stage	area, um^2	worst slack (ns)	std cells
2_1_floorplan	126	0.420	16
3_3_place_gp	294	-0.588	73
3_5_place_dp	294	-0.638	73
4_1_cts	350	0.0373	75
5_1_grt	354	0.0191	75
6_report	357	0.0655	76
-- path summary, 6_finish.rpt --
| path | end | depth (start not counted) |
|---|---|---|
| max | equal | 6 |
| min | equal | 6 |
-- power groups by stage --
stage | logic, mW | registers, mW | clock network [mW]
after global routing | 0.0866 | 0 | 0
after CTS | 0.0760 | 0 | 0
final | 0.0775 | 0 | 0.0000000742
-- area by class of cell --
| class | count | area [um^2] |
|---|---|---|
| fill | 406 | 3060 |
| multi-input combinational | 11 | 175 |
| timing repair buffer | 13 | 103 |
| tap | 46 | 57.6 |
| inverter | 5 | 18.8 |
| antenna | 1 | 2.50 |
Power and IR drop assume default switching activity.
